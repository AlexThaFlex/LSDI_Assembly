### design.v
module disp7seg(clockscan, areset, clkenable,
                 d7, d6, d5, d4, d3, d2, d1, d0,
                 dp7, dp6, dp5, dp4, dp3, dp2, dp1, dp0,
                 dp, seg_a, seg_b, seg_c, seg_d, seg_e, seg_f, seg_g,
                 en_d7, en_d6, en_d5, en_d4, en_d3, en_d2, en_d1, en_d0 );
input       clockscan, areset;
input       clkenable;
input [3:0] d7, d6, d5, d4, d3, d2, d1, d0;
input       dp7, dp6, dp5, dp4, dp3, dp2, dp1, dp0;
output      dp, seg_a, seg_b, seg_c, seg_d, seg_e, seg_f, seg_g;
output      en_d7, en_d6, en_d5, en_d4, en_d3, en_d2, en_d1, en_d0;
reg         dp;
reg    [3:0] out_display;
reg    [7:0] en_disp;
reg    [6:0] segments;
assign en_d7 = en_disp[7];
assign en_d6 = en_disp[6];
assign en_d5 = en_disp[5];
assign en_d4 = en_disp[4];
assign en_d3 = en_disp[3];
assign en_d2 = en_disp[2];
assign en_d1 = en_disp[1];
assign en_d0 = en_disp[0];
assign seg_a = ~segments[6];
assign seg_b = ~segments[5];
assign seg_c = ~segments[4];
assign seg_d = ~segments[3];
assign seg_e = ~segments[2];
assign seg_f = ~segments[1];
assign seg_g = ~segments[0];
always @( out_display )
begin
  case ( out_display )
    4'b0000: begin
               segments = 7'b1111110;
             end
    4'b0001: begin
               segments = 7'b0110000;
             end
    4'b0010: begin
               segments = 7'b1101101;
             end
    4'b0011: begin
               segments = 7'b1111001;
             end
    4'b0100: begin
               segments = 7'b0110011;
             end
    4'b0101: begin
               segments = 7'b1011011;
             end
    4'b0110: begin
               segments = 7'b1011111;
             end
    4'b0111: begin
               segments = 7'b1110000;
             end
    4'b1000: begin
               segments = 7'b1111111;
             end
    4'b1001: begin
               segments = 7'b1111011;
             end             
    4'b1010: begin
               segments = 7'b1110111;
             end
    4'b1011: begin
               segments = 7'b0011111;
             end
    4'b1100: begin
               segments = 7'b0001101;
             end
    4'b1101: begin
               segments = 7'b0111101;
             end
    4'b1110: begin
               segments = 7'b1001111;
             end
    4'b1111: begin
               segments = 7'b1000111;
             end
  endcase
end
always @( en_disp or d0 or d1 or d2 or d3 or d4 or d5 or d6 or d7 or dp0 or dp1 or dp2 or dp3 or dp4 or dp5 or dp6 or dp7)
begin
  casex ( en_disp )
    8'b01111111: begin
               out_display = d7;
               dp = ~dp7;
             end
    8'b10111111: begin
               out_display = d6;
               dp = ~dp6;
             end
    8'b11011111: begin
               out_display = d5;
               dp = ~dp5;
             end
    8'b11101111: begin
               out_display = d4;
               dp = ~dp4;
             end
    8'b11110111: begin
               out_display = d3;
               dp = ~dp3;
             end
    8'b11111011: begin
               out_display = d2;
               dp = ~dp2;
             end
    8'b11111101: begin
               out_display = d1;
               dp = ~dp1;
             end
    8'b11111110: begin
               out_display = d0;
               dp = ~dp0;
             end
    default: begin
               out_display = 8'b00000000;
               dp = 1'b1;
             end
  endcase
end
always @(posedge clockscan or posedge areset)
begin
  if ( areset )
  begin
    en_disp <= 8'b11111111;     
  end
  else
  if ( clkenable )
  begin
    case ( en_disp )
      8'b01111111: en_disp <= 8'b10111111;
      8'b10111111: en_disp <= 8'b11011111;
      8'b11011111: en_disp <= 8'b11101111;
      8'b11101111: en_disp <= 8'b11110111;
      8'b11110111: en_disp <= 8'b11111011;
      8'b11111011: en_disp <= 8'b11111101;
      8'b11111101: en_disp <= 8'b11111110;
      8'b11111110: en_disp <= 8'b01111111;
      default: en_disp <= 8'b01111111;   
    endcase
  end
end
endmodule
### run.sh
#!/bin/bash
# OpenROAD 26Q1-2900-gdf79404cd8, Yosys 0.63+post, stock flow scripts
make -C /OpenROAD-flow-scripts/flow DESIGN_CONFIG=/design/flow/config.mk WORK_HOME=/design/flow/orfs finish
### config.mk
export PLATFORM = sky130hd
export DESIGN_NAME = disp7seg
export DESIGN_NICKNAME = disp7seg
export VERILOG_FILES = /design/flow/design.v
export SDC_FILE = /design/flow/constraint.sdc
export NUM_CORES = 4
export LEC_CHECK = 1
export CORE_AREA = 10 10 87 87
export DIE_AREA = 0 0 97 97
### constraint.sdc
current_design disp7seg

set clk_period 4.2
set clk_io_pct 0.2

create_clock -name clk0 -period $clk_period [get_ports {clockscan}]

set non_clock_inputs [all_inputs -no_clocks]
set_input_delay [expr $clk_period * $clk_io_pct] -clock clk0 $non_clock_inputs
set_output_delay [expr $clk_period * $clk_io_pct] -clock clk0 [all_outputs]
==> out/summary.txt <==
Outcome: completed
FP Core Util: 19.8%
Fa+ha+maj area frac: 6.70%
Remaining antenna violation count after routing: 0
Hold Crit Class: flip-flop to flip-flop
Diode count: 0
Remaining Overflow, GRT: 0
Seq. cell area: 210 sq um
Int Pwr: 598 uW
Max-area cell share: 18.8%
XOR/XNOR Fraction of Synth Area: 0%
Flop pwr share: 14.4%
Reg-to-reg startpoint: en_disp[1]
Simple share: 29.6%
Chip area in the Yosys report: 1120 sq um
Crit path from: d2[1]
CP top delay family: buffers and inverters
Min-delay src: en_disp[3]
Minimum clock period: 4040 ps
CTS tree: yes
Complex Gates by Area: 31.5%
Yosys warns: 1
Die X: 97 um
Largest Register: en_disp
Crit Path Max Fanout: 3
PwrDens: 547 nW/um^2
Initial DRC Count: 85
Number of max-cap violations: 0
Cell area leaders: dfstp_2 (19%), ha_1 (6.7%), nand3_1 (6.3%)
Post-synthesis cell area: 1120 sq um
Gpl congestion: 0.882
Crit path max-delay cell type: clkdlybuf4s50_1
Ys flops: 8
FMAX: 248 MHz
I/O pin count: 59
Max clock buf depth: 2
Synth logic family: AND-OR/OR-AND gates
Layout area overhead: 63.7%
NetSw: 406 uW
Buffers & Inverters on Critical Path: 3
Setup ws final: 164 ps
Cell Type Count: 38
Fin Setup TNS: 0 ps
Max VDD drop: 0.161 mV
Drt pass-1 iters: 4
Regs by FF count: en_disp (8)
WL per Instance: 15.0 um
Post-synthesis average cell area: 7.67 sq um
Std cell rows: 27
Crit-path max cell delay: 490 ps
Synth Seq Share: 18.8%
Vias in the first global route: 1381
Setup Crit Path Kind: input pin to primary output
Tool warning count: 30
Crit. End Element: primary output
Mux share: 5.03%
Clock power share: 8.8%
Critical Path RT: 3360 ps
Post-synth ARST share: 100%
Final hold vios: 0
Instance count of the mapped netlist: 146
Final wirelength: 4150 um
P_leak: 0.000749 uW
Worst path cell trace: clkdlybuf4s50_1 > a22o_1 > a22o_1 > a221oi_2 > inv_1 > ha_1 > mux2_4 > o22ai_2 > clkdlybuf4s50_1
Worst skew pair latency: 220 ps
Sw frac: 40.4%
Post-synth EDFFs: 0
CTS buffer count: 3
Max_slew headroom: 67.0%
Core Box Area: 5640 sq um
Area leader, netlist: dfstp_2
Crit path DAT: 3200 ps
Via density per instance: 4.71
Via count: 1305
Clock root cell: clkbuf_8
IO buf count: 58
DP Worst Slack: 128 ps
Crit start category: input pin
Post-synth top cells: nand3_1 (14), inv_1 (12), nor2_1 (12), nand2_1 (11), dfstp_2 (8)
H-tree Lvls: 1
Fin Clk Skew: 1.83 ps
Layout cell share with drive strength beyond 1: 14.6%
DP Wirelength: 3440 um
Yosys cell count: 146
Largest net degree at the start of global routing: 15
Commonest flop: dfstp_2
Synth top cell by count: nand3_1
Die ar.: 9410 sq um
Setup violations, final: 0
Overall routing resource usage: 8.60%
# Post-CTS Setup Buffers: 0
Clk sinks: 8
Final period util: 96.1%
Die Ht: 97 um
Fill count: 597
Worst Tran Pin Value: 493 ps
Largest register FFs: 8
Multi-input gate area: 821 sq um
First-pass GRT wire length: 7020 um
Comb pwr share: 76.8%
RSZ-0062 raised after global routing: false
Initial antenna violation count: 0
Drt drc: 0
Max-slew violations: 0
CTS clk-pin slew, worst paths: 40 ps
[kinds of logic (layout without fill, tap and decap cells)]
group           count (synthesis)  count (layout)
simple gates                   63              63
compound gates                 44              44
buf+inv                        20              79
flops                           8               8
fa+ha+maj                       6               6
mux                             5               5
[worst register-to-register path, stage by stage (launching register included)]
cell and delay [ps]:
dfstp_2 640, nand4_1 350, nor4_4 260, buf_4 200, nor2_1 50, nand3_1 120
mux2_2 160
[through the flow]
step	power [uW]	util, %	hold WS [ps]	cell area [sq um]	cells
2_1_floorplan	561	-	495	1120	146
3_3_place_gp	920	31.7	521	1790	274
3_5_place_dp	925	31.7	534	1790	274
4_1_cts	1020	32.4	540	1830	277
5_1_grt	1110	32.5	570	1830	277
6_report	1000	32.5	538	1830	277
[final timing paths]
path,endpoint,slack (ps),cells past startpoint
worst min-delay path,en_disp[3],540,2
max in group asynchronous,en_disp[4],3060,2
worst max register to register,en_disp[7],2360,6
min in group asynchronous,en_disp[6],1120,2
worst min register to register,en_disp[3],540,2
worst max-delay path,seg_b,160,9
[what timing repair did]
action / in CTS / in global routing
hold buffers: 0 / 0
endpoints found under the setup margin: 0 / 1
gates resized: 0 / 1
[power groups by stage]
| stage | Clock (uW) | Sequential (uW) | Combinational, uW |
|---|---|---|---|
| finish | 88.2 | 145 | 771 |
| global route | 97.2 | 149 | 865 |
| CTS | 90.4 | 144 | 783 |
[layout make-up]
| cell class | count | area share (%) |
|---|---|---|
| multi-input combinational | 118 | 44.8 |
| inverter | 12 | 2.46 |
| timing repair buffer | 64 | 34.1 |
| sequential | 8 | 11.5 |
| tap | 72 | 4.91 |
| clock buffer | 3 | 2.25 |
[placed cells by master, fill, tap and decap left out, types with 3 or more instances in the layout]
| cell type | synthesis | routed |
|---|---|---|
| nand2b_1 | 3 | 3 |
| inv_1 | 12 | 12 |
| dfstp_2 | 8 | 8 |
| buf_4 | 0 | 6 |
| o21ai_0 | 3 | 3 |
| nand3_1 | 14 | 14 |
| a21oi_1 | 7 | 7 |
| nor2_1 | 12 | 12 |
| a22o_2 | 4 | 4 |
| nand4_1 | 4 | 4 |
| nor3_1 | 6 | 5 |
| nand2_1 | 11 | 11 |
| clkdlybuf4s50_1 | 0 | 58 |
| nor2b_1 | 7 | 7 |
| clkbuf_8 | 0 | 3 |
| a22o_1 | 5 | 5 |
| mux2i_1 | 3 | 3 |
| nor4_1 | 3 | 3 |
| ha_1 | 6 | 6 |
| a22oi_1 | 5 | 5 |
[layer usage]
metal  up-vias  global-route usage (%)  wire, um  share of wire [%]
li1        669                       -         -                  -
met1       582                    13.2      2180                 53
met2        50                    11.8      1640                 39
met3         4                    2.51       282                6.8
met4         0                   0.902        43                1.0
met5         -                       0         0                  0
Power and IR drop assume default switching activity.
