**/design/flow/design.v**
```verilog
module sum (
  input A,
  input B,
  input Ci,
  output S
);
  assign S = ((A ^ B) ^ Ci);
endmodule
module carryout (
  input A,
  input B,
  input Ci,
  output Co
);
  assign Co = ((A & B) | (B & Ci) | (A & Ci));
endmodule
module fulladder (
  input A,
  input Ci,
  input B,
  output S,
  output Co
);
  sum sum_i0 (
    .A( A ),
    .B( B ),
    .Ci( Ci ),
    .S( S )
  );
  carryout carryout_i1 (
    .A( A ),
    .B( B ),
    .Ci( Ci ),
    .Co( Co )
  );
endmodule
module adder4b (
  input A0,
  input A1,
  input A2,
  input A3,
  input B0,
  input B1,
  input B2,
  input B3,
  input Ci,
  output S0,
  output S1,
  output S2,
  output S3,
  output Co
);
  wire s4;
  wire s5;
  wire s6;
  fulladder fulladder_i0 (
    .A( A0 ),
    .Ci( Ci ),
    .B( B0 ),
    .S( S0 ),
    .Co( s4 )
  );
  fulladder fulladder_i1 (
    .A( A1 ),
    .Ci( s4 ),
    .B( B1 ),
    .S( S1 ),
    .Co( s5 )
  );
  fulladder fulladder_i2 (
    .A( A2 ),
    .Ci( s5 ),
    .B( B2 ),
    .S( S2 ),
    .Co( s6 )
  );
  fulladder fulladder_i3 (
    .A( A3 ),
    .Ci( s6 ),
    .B( B3 ),
    .S( S3 ),
    .Co( Co )
  );
endmodule
```
**/design/flow/run.sh**
```bash
#!/bin/bash
# OpenROAD 26Q1-2900-gdf79404cd8, Yosys 0.63+post, stock flow scripts
make -C /OpenROAD-flow-scripts/flow DESIGN_CONFIG=/design/flow/config.mk WORK_HOME=/design/flow/orfs finish
```
**/design/flow/config.mk**
```make
export PLATFORM = sky130hd
export DESIGN_NAME = adder4b
export DESIGN_NICKNAME = adder4b
export VERILOG_FILES = /design/flow/design.v
export SDC_FILE = /design/flow/constraint.sdc
export NUM_CORES = 4
export LEC_CHECK = 1
export CORE_AREA = 10 10 70 70
export DIE_AREA = 0 0 80 80
```
**/design/flow/constraint.sdc**
```tcl
current_design adder4b

set clk_period 2.3
set clk_io_pct 0.2

create_clock -name clk0 -period $clk_period

set non_clock_inputs [all_inputs -no_clocks]
set_input_delay [expr $clk_period * $clk_io_pct] -clock clk0 $non_clock_inputs
set_output_delay [expr $clk_period * $clk_io_pct] -clock clk0 [all_outputs]
```
==> results.json <==
{
  "outcome": "complete, but fails checks",
  "violations": "negative setup slack",
  "synthCells": 14,
  "dpl.hpwl_um": 467,
  "finalSetupViolations": 2,
  "final_util_pct": 9.34,
  "layout_setup_ws_ns": -0.248,
  "row_count": 21,
  "min_period_over_period_pct": 111,
  "final_cells": 74,
  "start_kind": "input port",
  "combPwrFrac_pct": 100.0,
  "gp_congestion": 0.783,
  "n_antenna_cell": 0,
  "path_cells": "buf_6, inv_4, fa_2, inv_2, fa_2, fa_2, inv_2, fa_1, inv_1, buf_2",
  "worstMarginPinSlew_ns": 0.107,
  "synth.distinct_cells": 2,
  "nClkBuffers": 0,
  "ys_cells": 14,
  "grt_use_total_pct": 1.58,
  "drive_above_1_share_pct": 50.0,
  "initCoreUtil_pct": 3.44,
  "seq_area_frac_synth_pct": 0,
  "placed_cells": 74,
  "p_leak_nw": 0.148,
  "routedWlPerCell_um": 6.55,
  "warnings": 35,
  "dp_slack_ns": -1.00,
  "port_buffers": 14,
  "antenna_found_initial": 0,
  "critical_path_class": "input port to output port",
  "endpoint": "S3",
  "die_h_um": 80,
  "postSynthAreaPerCell_um2": 8.40,
  "seq_cells": 0,
  "worst_hold_slack_ns": 1.43,
  "antenna_left": 0,
  "critPathArrivalTime_ns": 2.09,
  "critical-path-slowest-cell": "fa_1",
  "grt_first_pass_wirelength_um": 807,
  "num-fill-cells": 408,
  "yosysTopAreaCell": "fa_1",
  "startpoint": "A0",
  "p_seq_share_pct": 0,
  "relSlewSlack_pct": 92.9,
  "hold_class": "input port to output port",
  "max_freq_mhz": 393,
  "crit_path_max_incr_delay_ns": 0.39,
  "power_density_nw_per_um2": 173,
  "syn-cell-area_um2": 118,
  "internal_power_w": 0.0000360,
  "cap_violations": 0,
  "drc": 0,
  "core_area_um2": 3420,
  "die_x_um": 80,
  "finalMaxSlewViolations": 0,
  "top_cell_area_share_pct": 68.1,
  "totalWireLength_um": 485,
  "ctsHoldBuffers": 0,
  "min_period_ns": 2.55,
  "grt_pass1_vias": 141,
  "vdd_drop_max_mv": 0.0202,
  "num_vias": 126,
  "grt_max_degree": 2,
  "top_cells_by_area": "fa_1 68%, inv_1 32%",
  "clock_power_share_pct": 0,
  "drt-initial-drc-count": 0,
  "drtPass1Iterations": 1,
  "hold_viol": 0,
  "crit_top_cell": "fa_2",
  "endpoint_kind": "output port",
  "die-area_um2": 6400,
  "switchingPower_w": 0.0000190,
  "viasPerCell": 1.70,
  "yosys-stat-area_um2": 118,
  "pin_count": 14,
  "path_buffers": 6,
  "ys_warn_count": 0,
  "required_ns": 1.84,
  "cp_top_family": "adder cells",
  "swShare_pct": 34.6,
  "grt.overflow.total": 0,
  "crit_fanout": 1,
  "rsz0062_at_grt": "true",
  "synthToLayoutAreaGrowth_pct": 171,
  "crit_cells": 10,
  "seq_area_um2": 0,
  "final_cell_mix": "5 x inv_1, 5 x clkdlybuf4s50_1"
}
## kinds of logic (layout without fill, tap and decap cells)
family     after synthesis  after routing  synth area share, %
fa+ha+maj                4              4                 68.1
buf+inv                 10             24                 31.9
## what timing repair did
action	CTS	global route
setup buffers	0	0
pin swaps	4	4
gates cloned	0	0
gates resized	33	2
setup endpoints to repair	5	4
## through the flow
step	TNS, ns	power, W	area [um2]
final	-0.301	0.0000551	319
after global routing	-0.438	0.0000649	319
after CTS	-0.454	0.0000582	314
after detailed placement	-3.22	0.0000640	320
after global placement	-3.16	0.0000634	320
after floorplan	-0.0221	0.0000125	123
## routing by layer
layer | share of wire, % | vias to the layer above | GRT usage, % | routed length (um)
met4 | 0 | 0 | 0 | 0
met5 | 0 | - | 0 | 0
met3 | 24 | 0 | 1.14 | 115
met1 | 38 | 56 | 1.88 | 184
li1 | - | 60 | - | -
met2 | 38 | 10 | 2.41 | 186
## cell usage after synthesis, drive strengths merged
library cell and instances:
fa 4, inv 10
## worst min-delay path by stage
stage,to,start,cells after the start
after global routing,S1,B1,3
final,S1,B1,3
after CTS,S2,B1,4
## final cells by class
class | count | area, um2 | share of cell area, %
inverters | 10 | 45.0 | 14.1
repair buffers | 14 | 129 | 40.4
multi-input cells | 4 | 87.6 | 27.5
well taps | 46 | 57.6 | 18.0
## power by group through the flow
stage	logic, W	registers, W	clock network, W
global route	0.0000649	0	0
CTS	0.0000582	0	0
finish	0.0000551	0	0
Power and IR drop assume default switching activity.
